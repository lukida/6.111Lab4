File: /design/flow/run.sh
#!/bin/bash
# OpenROAD 26Q1-2900-gdf79404cd8, Yosys 0.63+post, stock flow scripts
make -C /OpenROAD-flow-scripts/flow DESIGN_CONFIG=/design/flow/config.mk WORK_HOME=/design/flow/orfs finish
File: /design/flow/config.mk
export PLATFORM = sky130hd
export DESIGN_NAME = display_16hex
export DESIGN_NICKNAME = display_16hex
export VERILOG_FILES = /design/flow/design.v
export SDC_FILE = /design/flow/constraint.sdc
export NUM_CORES = 4
export LEC_CHECK = 1
export CORE_UTILIZATION = 30
File: /design/flow/constraint.sdc
current_design display_16hex

set clk_period 4.3
set clk_io_pct 0.2

create_clock -name clk0 -period $clk_period [get_ports {clock_27mhz}]

set non_clock_inputs [all_inputs -no_clocks]
set_input_delay [expr $clk_period * $clk_io_pct] -clock clk0 $non_clock_inputs
set_output_delay [expr $clk_period * $clk_io_pct] -clock clk0 [all_outputs]
File: /design/flow/design.v
module display_16hex (reset, clock_27mhz, data, 
		disp_blank, disp_clock, disp_rs, disp_ce_b,
		disp_reset_b, disp_data_out);
   input reset, clock_27mhz;     
   input [63:0] data;		 
   output disp_blank, disp_clock, disp_data_out, disp_rs, disp_ce_b, 
	  disp_reset_b;
   reg disp_data_out, disp_rs, disp_ce_b, disp_reset_b;
   reg [4:0] count;
   reg [7:0] reset_count;
   reg clock;
   wire dreset;
   always @(posedge clock_27mhz)
     begin
	if (reset)
	  begin
	     count = 0;
	     clock = 0;
	  end
	else if (count == 26)
	  begin
	     clock = ~clock;
	     count = 5'h00;
	  end
	else
	  count = count+1;
     end
   always @(posedge clock_27mhz)
     if (reset)
       reset_count <= 100;
     else
       reset_count <= (reset_count==0) ? 0 : reset_count-1;
   assign dreset = (reset_count != 0);
   assign disp_clock = ~clock;
   reg [7:0] state;		 
   reg [9:0] dot_index;		 
   reg [31:0] control;		 
   reg [3:0] char_index;	 
   reg [39:0] dots;		 
   reg [3:0] nibble;		 
   assign disp_blank = 1'b0;  
   always @(posedge clock)
     if (dreset)
       begin
	  state <= 0;
	  dot_index <= 0;
	  control <= 32'h7F7F7F7F;
       end
     else
       casex (state)
	 8'h00:
	   begin
	      disp_data_out <= 1'b0; 
	      disp_rs <= 1'b0;  
	      disp_ce_b <= 1'b1;
	      disp_reset_b <= 1'b0;	     
	      dot_index <= 0;
	      state <= state+1;
	   end
	 8'h01:
	   begin
	      disp_reset_b <= 1'b1;
	      state <= state+1;
	   end
	 8'h02:
	   begin
	      disp_ce_b <= 1'b0;
	      disp_data_out <= 1'b0;  
	      if (dot_index == 639)
		state <= state+1;
	      else
		dot_index <= dot_index+1;
	   end
	 8'h03:
	   begin
	      disp_ce_b <= 1'b1;
	      dot_index <= 31;		 
	      disp_rs <= 1'b1;  
	      state <= state+1;
	   end
	 8'h04:
	   begin
	      disp_ce_b <= 1'b0;
	      disp_data_out <= control[31];
	      control <= {control[30:0], 1'b0};	 
	      if (dot_index == 0)
		state <= state+1;
	      else
		dot_index <= dot_index-1;
	   end
	 8'h05:
	   begin
	      disp_ce_b <= 1'b1;
	      dot_index <= 39;		 
	      char_index <= 15;		 
	      state <= state+1;
	      disp_rs <= 1'b0;	 	 
	   end
	 8'h06:
	   begin
	      disp_ce_b <= 1'b0;
	      disp_data_out <= dots[dot_index];  
	      if (dot_index == 0)
	        if (char_index == 0)
	          state <= 5;			 
		else
		begin
		  char_index <= char_index - 1;	 
		  dot_index <= 39;
		end
	      else
		dot_index <= dot_index-1;	 
	   end
       endcase
   always @ (data or char_index)
     case (char_index)
       4'h0: 	 	nibble <= data[3:0];
       4'h1: 	 	nibble <= data[7:4];
       4'h2: 	 	nibble <= data[11:8];
       4'h3: 	 	nibble <= data[15:12];
       4'h4: 	 	nibble <= data[19:16];
       4'h5: 	 	nibble <= data[23:20];
       4'h6: 	 	nibble <= data[27:24];
       4'h7: 	 	nibble <= data[31:28];
       4'h8: 	 	nibble <= data[35:32];
       4'h9: 	 	nibble <= data[39:36];
       4'hA: 	 	nibble <= data[43:40];
       4'hB: 	 	nibble <= data[47:44];
       4'hC: 	 	nibble <= data[51:48];
       4'hD: 	 	nibble <= data[55:52];
       4'hE: 	 	nibble <= data[59:56];
       4'hF: 	 	nibble <= data[63:60];
     endcase
   always @(nibble)
     case (nibble)
       4'h0: dots <= 40'b00111110_01010001_01001001_01000101_00111110;
       4'h1: dots <= 40'b00000000_01000010_01111111_01000000_00000000;
       4'h2: dots <= 40'b01100010_01010001_01001001_01001001_01000110;
       4'h3: dots <= 40'b00100010_01000001_01001001_01001001_00110110;
       4'h4: dots <= 40'b00011000_00010100_00010010_01111111_00010000;
       4'h5: dots <= 40'b00100111_01000101_01000101_01000101_00111001;
       4'h6: dots <= 40'b00111100_01001010_01001001_01001001_00110000;
       4'h7: dots <= 40'b00000001_01110001_00001001_00000101_00000011;
       4'h8: dots <= 40'b00110110_01001001_01001001_01001001_00110110;
       4'h9: dots <= 40'b00000110_01001001_01001001_00101001_00011110;
       4'hA: dots <= 40'b01111110_00001001_00001001_00001001_01111110;
       4'hB: dots <= 40'b01111111_01001001_01001001_01001001_00110110;
       4'hC: dots <= 40'b00111110_01000001_01000001_01000001_00100010;
       4'hD: dots <= 40'b01111111_01000001_01000001_01000001_00111110;
       4'hE: dots <= 40'b01111111_01001001_01001001_01001001_01000001;
       4'hF: dots <= 40'b01111111_00001001_00001001_00001001_00000001;
     endcase
endmodule
==> results.sh <==
# implementation run metrics
export IMPL_status="finished clean"
export IMPL_peakVddDrop_v=0.0003097
export IMPL_r2r_slack_ps=2490
export IMPL_insertedDiodeCount=0
export IMPL_mux_share=0.02080
export IMPL_antenna_found_initial=0
export IMPL_cts_max_level=1
export IMPL_grt_max_degree=60
export IMPL_synth_chip_area_mm2=0.004992
export IMPL_globalRouteOverflowTotal=0
export IMPL_ys_async_sr_fraction=0
export IMPL_port_buffers=70
export IMPL_fmax_mhz=423.5
export IMPL_area_leaders="dfxtp_1, nand2_1, ha_1, edfxtp_1, nand3_1"
export IMPL_ctsResizeCount=0
export IMPL_grt_pass1_wl_um=20130
export IMPL_finalHoldViolCount=0
export IMPL_vias_per_cell=5.397
export IMPL_wire_per_inst_um=14.29
export IMPL_ys_types=84
export IMPL_initCoreUtil=0.3109
export IMPL_cts_tree="built"
export IMPL_wl_um=12470
export IMPL_unclocked_regs=58
export IMPL_cp_end_kind="output port"
export IMPL_drc_errors=0
export IMPL_slew_violations=0
export IMPL_setup_slack_ps=1939
export IMPL_power_total_uw=504.7
export IMPL_leakage_nw=2.203
export IMPL_synth_compound_gate_area_share=0.2419
export IMPL_io_pins=72
export IMPL_clock_path_buffers=2
export IMPL_seqCellArea_mm2=0.001521
export IMPL_num_rows=46
export IMPL_mostFrequentLayoutCells="nand2_1, clkdlybuf4s50_1, dfxtp_1, nor2_1, nand3_1"
export IMPL_die_y_um=131
export IMPL_start_kind="flip-flop"
export IMPL_cp_data_arrival_time_ps=1500
export IMPL_logic_area_mm2=0.003097
export IMPL_dieWidth_um=131
export IMPL_fin_crit_ps=2361
export IMPL_dieArea_mm2=0.01716
export IMPL_worst_pin_slew_ps=922.9
export IMPL_seq_area_frac_synth=0.3048
export IMPL_worstSetupPathType="reg -> out"
export IMPL_syn_to_final_growth_pct=16.14
export IMPL_edf_count=8
export IMPL_grt_pass1_vias=4261
export IMPL_synth_yosys_num_cells=626
export IMPL_cp_startpoint="clock"
export IMPL_drtIter0Drc=350
export IMPL_finalSetupViolCount=0
export IMPL_crit_end="disp_clock"
export IMPL_clkLatencyLatePin_ps=240
export IMPL_dr_pass1_iters=5
export IMPL_core_mm2=0.01606
export IMPL_worstReg2RegStart="reset_count[2]"
export IMPL_timing_final_crit_share=0.5491
export IMPL_fillCellCount=1591
export IMPL_hold_buffers=0
export IMPL_ant_nets=0
export IMPL_top_cell_area_share=0.2566
export IMPL_max_slew_margin=0.3848
export IMPL_gp_congestion=0.9310
export IMPL_layout_drive_gt1_share=0.05793
export IMPL_synthCells=626
export IMPL_untimed_endpoints=70
export IMPL_via_count=4706
export IMPL_postCtsSetupRepairBufs=0
export IMPL_simple_gate_share=0.2712
export IMPL_warning_count=42
export IMPL_hpwl_um=8788
export IMPL_grt_usage=0.1448
export IMPL_top_area_cell="dfxtp_1"
export IMPL_flop_cell="dfxtp_1"
export IMPL_synth_cellmix_xorXnorShare=0.02807
export IMPL_crit_reg2reg_capture="reset_count[4]"
export IMPL_top_logic_kind="simple AND/OR/NAND/NOR gates"
export IMPL_synth_area_per_cell_um2=7.975
export IMPL_tns_ps=0
export IMPL_worstRegToRegCells=5
export IMPL_maxCapViolations=0
export IMPL_cts_root_buffer="clkbuf_16"
export IMPL_cts_buffers=3
export IMPL_utilization=0.3611
export IMPL_yosys_warnings=1
export IMPL_path_clk_slew_ps=40
export IMPL_syn_cell_area_mm2=0.004992
export IMPL_hold_class="reg -> reg"
export IMPL_rsz0062_at_grt="no"
export IMPL_powerDensity_mw_per_mm2=87.05
export IMPL_synthAdderAreaFrac=0.05764
export IMPL_clock_skew_ps=0.9760
export IMPL_place_ws_ps=2152
export IMPL_mostFrequentLayoutCell="nand2_1"
export IMPL_cp_required_ps=3440
export IMPL_crit_fanout=59
export IMPL_synth_seq_cells=72
-- how the worst min path moves through the flow --
stage	from	end	slack (ps)	cells past startpoint
CTS	count[0]	count[0]	490	1
global route	count[0]	count[0]	500	1
finish	count[0]	count[0]	480	1
-- metal layers --
layer	vias up	global-route usage	wire [um]
met5	-	0	0
met4	0	0.01826	130
met3	16	0.01161	802
met2	169	0.2428	5556
met1	2184	0.2122	5975
li1	2337	-	-
-- cells in the mapped netlist, types with 9 or more instances --
cell type	number
o21ai_0	12
a21oi_1	34
a22oi_1	18
nand3_1	39
and2_1	11
nor3_1	13
dfxtp_1	64
ha_1	23
a31oi_1	9
xnor2_1	10
inv_1	16
nor2_1	40
buf_6	11
nand2_1	120
clkbuf_1	28
-- where the power goes --
group | switching (mW) | internal, mW | leakage (nW)
clock | 0.0515 | 0.141 | 0.0442
sequential | 0.0118 | 0.141 | 0.568
combinational | 0.0662 | 0.0938 | 1.59
-- critical path, cell delays in order (launching register included) --
cell	delay [ps]
dfxtp_1	300
buf_4	400
inv_1	130
clkdlybuf4s50_1	430
-- area by class of cell --
class / instances / area share
clock buffer: 4 / 0.01532
inverter: 18 / 0.01165
multi-input combinational: 485 / 0.5341
sequential: 72 / 0.2624
tap: 216 / 0.04661
timing repair buffer: 77 / 0.1299
-- state kept, by name (all words and copies together), names as in the netlist, 4 cells and up --
signal,count
state,8
control,32
dot_index,10
count,5
char_index,4
reset_count,8
-- kinds of logic (layout without fill, tap and decap cells) --
group                    after synthesis  count (layout)
adder cells (fa/ha/maj)               23              23
multiplexers                           9               9
XOR/XNOR                              16              16
flip-flops                            72              72
buffers and inverters                 69              99
other                                  1               1
AND/OR/NAND/NOR                      278             278
AND-OR/OR-AND                        158             158
-- through the flow --
step	hold WS [ps]	instances	instance area (um^2)
after floorplan	429.7	626	4992
after global placement	438.2	868	5709
after detailed placement	469.0	868	5709
after CTS	488.9	872	5798
after global routing	503.0	872	5798
final	478.4	872	5798
Power figures rest on the tool's default switching activity, not on a simulated workload.
