==> design/flow/design.v <==
module debounce #(parameter DELAY=270000)    
	        (input reset, clock, noisy,
	         output reg clean);
   reg [18:0] count;
   reg new;
   always @(posedge clock)
     if (reset)
       begin
	  count <= 0;
	  new <= noisy;
	  clean <= noisy;
       end
     else if (noisy != new)
       begin
	  new <= noisy;
	  count <= 0;
       end
     else if (count == DELAY)
       clean <= new;
     else
       count <= count+1;
endmodule
==> design/flow/run.sh <==
#!/bin/bash
# OpenROAD 26Q1-2900-gdf79404cd8, Yosys 0.63+post, stock flow scripts
make -C /OpenROAD-flow-scripts/flow DESIGN_CONFIG=/design/flow/config.mk WORK_HOME=/design/flow/orfs finish
==> design/flow/config.mk <==
export PLATFORM = sky130hd
export DESIGN_NAME = debounce
export DESIGN_NICKNAME = debounce
export VERILOG_FILES = /design/flow/design.v
export SDC_FILE = /design/flow/constraint.sdc
export NUM_CORES = 4
export LEC_CHECK = 1
export CORE_AREA = 10 10 88 88
export DIE_AREA = 0 0 98 98
==> design/flow/constraint.sdc <==
current_design debounce

set clk_period 4.1
set clk_io_pct 0.2

create_clock -name clk0 -period $clk_period [get_ports {clock}]

set non_clock_inputs [all_inputs -no_clocks]
set_input_delay [expr $clk_period * $clk_io_pct] -clock clk0 $non_clock_inputs
set_output_delay [expr $clk_period * $clk_io_pct] -clock clk0 [all_outputs]
==> results_slide.txt <==
Physical Implementation Snapshot

Timing
  – Final hold violation count: 0
  – Final min period: around 2.3 ns
  – Fmax: around 0.44 GHz
  – Worst slew margin: between 60% and 70%
  – Slew @ Worst Pin: a little over 0.5 ns
  – RSZ-0062 raised after global routing: false
  – Period Utilization, post-route: between 50 and 60%
  – Final Skew: around 0.0011 ns
  – Final setup violation count: 0
  – WHS: a little under 0.5 ns
  – Setup TNS: 0 ns
  – Slew Viols, Final: 0

Detailed routing
  – DRC: 0
  – Routed WL: ~2.0 mm
  – Via/cell ratio: 4.17
  – DR pass1 iterations: 4
  – Antenna Diode Count: 0
  – WL/cell: about 10 µm
  – Via count: roughly 830
  – DRT iter0 DRCs: 25
  – Final ANT Viol Nets: 0

Clock tree
  – CTS Buf Count: 3
  – H-tree depth: 1
  – Hold-fix buffers, CTS: 0
  – CTS Buffer Depth: 2
  – Clk Tree Root Cell: clkbuf_8
  – Worst-path clk slew: about 0.070 ns
  – Post-CTS Setup Bufs: 0
  – Worst-Skew Late Latency: between 0.2 and 0.3 ns
  – TritonCTS clock tree: yes
  – Clock sink count: 21
  – Post-CTS sizing: 0

Pwr
  – Comb pwr share: under 10%
  – Switching Share: 21.0%
  – Clock power share: 35.9%
  – Internal: around 290 µW
  – P_leak: roughly 0.00037 µW
  – Power Density: 295 nW/µm²
  – Psw: ~77 µW
  – Sequential share of power: about three fifths
  – VDD IR max: 0.000224 V

Yosys
  – Cell area leaders: dfxtp_1, xnor2_1, edfxtp_1
  – Cell Type Count: 32
  – Synth top cells by count: dfxtp_1, nor2_1, nand2_1, xnor2_1, nand3_1
  – Mapped Area: between 1000 and 1500 µm²
  – Asr flop ratio synth: 0%
  – Largest type area fraction: 35.5%
  – Simple share: between 30 and 40%
  – Flops & latches, synth: 21
  – Commonest flop: dfxtp_1
  – Fa+ha+maj area frac: 2.34%
  – Mux frac, synth: under 10%
  – Syn Inst Count: 117
  – Warnings from Yosys: 1
  – Synth logic family: simple AND/OR/NAND/NOR gates
  – Top-count cell post-synth: dfxtp_1
  – Count of library flops with an enable pin: 2
  – Seq/Total Area, Yosys: between 40% and 50%
  – Avg Cell Area, Syn: just over 9 µm²
  – Area leader, netlist: dfxtp_1
  – Yosys xor share: a little over a tenth
  – Ao+oa area frac: under 10%
  – Yosys Chip Area: roughly 1100 µm²
  – Ys cells: 117

Global route
  – Met1 usage: 6.42%
  – Vias in the first global route: 771
  – Global-route wire length before repair: 3.71 mm
  – Largest net degree at the start of global routing: 17
  – Initial antenna violation count: 0
  – GRT Overall Usage: 4.23%
  – GRT Max-Usage Layer: met1
  – Met2 GRT Util: 6.09%
  – Grt ovf: 0
  – Met3 Use GR: less than 1%

Worst setup path
  – Worst Path Arrival: between 2 and 2.5 ns
  – Setup crit start kind: primary input
  – FF-to-FF setup slack: 2.28 ns
  – Worst Reg-to-Reg Cells: 6
  – Crit. End Element: flop
  – Critical Path Max Stage Delay: roughly 0.5 ns
  – WS Path Type: primary input to flop
  – Crit path max fanout: 16
  – Slowest-stage cell, CP: clkdlybuf4s50_1
  – Reg-to-Reg Start: count[0]$_SDFFE_PP0P_
  – CP cell instances: clkdlybuf4s50_1, xor2_1, nor2_1, inv_1
  – Required time of the critical path: 4.00 ns
  – RR Endpoint: clean$_DFFE_PP_

Place
  – Buffers on Ports: 3
  – Placer Congestion: 0.809
  – Dpl hpwl: 1.49 mm

Floorplan
  – DIE WIDTH: 98 µm
  – Rows: 28
  – Die area: ~9600 µm²
  – FP Util: roughly 18%
  – Die Y: 98 µm
  – Core Region: between 5000 and 6000 µm²
  – IO Pins: 4

Run status
  – Outcome: finished clean

Flow run
  – Max Cap Violations: 0
  – Count of tool warnings: 26

Min path
  – Worst Hold Endpoint: count[18]$_SDFFE_PP0P_
  – Min-Delay Path Class: flop to flop
  – Hold path start: count[18]$_SDFFE_PP0P_
  – Hold Path Cell Cnt: 2

Final layout
  – Proportion of layout cells with a drive suffix above 1: around 8.9%
  – Area grow syn2layout: 15.4%
  – Final Core Density: a little over a fifth
==> power by group through the flow <==
stage,combinational [µW],clock (µW),sequential [µW]
after CTS,20.0,137,214
after global routing,22.1,145,214
final,19.6,131,214
==> cell families after synthesis <==
family | Yosys count
adder cells (fa/ha/maj) | 2
AND/OR/NAND/NOR | 61
flip-flops | 21
XOR/XNOR | 13
multiplexers | 4
AND-OR/OR-AND | 9
buffers and inverters | 7
==> how the worst max path moves through the flow <==
stage / endpoint / startpoint / depth (start not counted)
4_1_cts: new$_DFFE_PP_ / noisy / 4
5_1_grt: new$_DFFE_PP_ / noisy / 4
6_report: new$_DFFE_PP_ / noisy / 4
==> placed cells by master (no fill, tap or decap), types with 2 or more instances in the layout <==
cell type        count
clkbuf_8             3
xor2_1               4
clkdlybuf4s50_1      3
nor4_1               7
xnor2_1              9
mux2i_1              3
ha_1                 2
a21oi_1              2
nor4b_1              2
dfxtp_1             19
edfxtp_1             2
nor3_1               2
nor2_1              13
nand4_1              5
nand4_4              2
inv_1                6
nand3_1              8
o21ai_0              3
nand2_1             10
or3_1                4
==> flip-flops by register name, summed over array words and instances, names as in the netlist <==
| signal | cells |
|---|---|
| count | 19 |
| new | 1 |
| clean | 1 |
==> through the flow <==
stage               total power [µW]  cells  setup slack [ns]  cell area, µm²
floorplan                        231    117              2.17            1070
global placement                 238    194              1.58            1190
detailed placement               239    194              1.54            1190
CTS                              370    198              1.82            1240
global route                     381    198              1.73            1240
finish                           365    198              1.82            1240
==> layout make-up <==
| class | instances | area (µm²) |
|---|---|---|
| well taps | 75 | 93.8 |
| inverters | 6 | 22.5 |
| repair buffers | 3 | 30.0 |
| clock buffers | 4 | 45.0 |
| multi-input cells | 89 | 604 |
| fillers | 637 | 4680 |
| flip-flops and latches | 21 | 440 |
==> worst max-delay path: cells and delay by family <==
family / cells / cell delay, ns
buffers and inverters: 2 / 0.91
and+or+nand+nor: 1 / 0.17
xor gates and xnor gates: 1 / 0.27
==> metal layers <==
layer  share of wire, %  vias to the layer above  wire length, µm
li1                   -                      434                -
met1                 52                      373             1030
met2                 45                       16              891
met3                3.1                        2               61
met4               0.60                        0               12
met5                  0                        -                0
Power and IR drop assume default switching activity.
